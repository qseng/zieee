File: design/flow/config.mk
export PLATFORM = sky130hd
export DESIGN_NAME = vi_sync_gen_xy
export DESIGN_NICKNAME = vi_sync_gen_xy
export VERILOG_FILES = /design/flow/design.v
export SDC_FILE = /design/flow/constraint.sdc
export NUM_CORES = 4
export LEC_CHECK = 1
export CORE_UTILIZATION = 30
File: design/flow/constraint.sdc
current_design vi_sync_gen_xy

set clk_period 3.9
set clk_io_pct 0.2

create_clock -name clk0 -period $clk_period [get_ports {vp_clk_in}]

set non_clock_inputs [all_inputs -no_clocks]
set_input_delay [expr $clk_period * $clk_io_pct] -clock clk0 $non_clock_inputs
set_output_delay [expr $clk_period * $clk_io_pct] -clock clk0 [all_outputs]
File: design/flow/design.v
`timescale 1ns / 1ps
module vi_sync_gen_xy(
					input 			sys_rst_n,          
					input 			vp_clk_in, 			  
					input [15:0]	vp_data_in,			  
					output reg		dvalid_flag,       
					output reg		vsync_flag,
					output reg		hsync_flag,
					output 			vsync_ad,
					output 			vsync_ad_ver,
					output			hsync_ad,
					output [15:0]	video_data,
					output reg [10:0] x,
					output reg [10:0] y,
					output 		  	this2out
			);
	 reg               vsync_flag_buf;
	 reg               hsync_flag_buf;
	 wire 					hsync_ad_pos;
	 wire						vsync_ad_neg;
	 wire 	            xy_b7;
	 wire 	            xy_f;
	 wire 	            xy_v;
	 wire 	            xy_h;
	 wire 	            xy_p3;
	 wire 	            xy_p2;
	 wire 	            xy_p1;
	 wire 	            xy_p0;   
	 wire 	            is_xy;
	 reg    [15 : 0]   pdata_t1;
	 reg    [15 : 0]   pdata_t2;
	 reg    [15 : 0]   pdata_t3;
	 reg    [15 : 0]   pdata_t4;
	 wire              eav_sav_pulse;
	 wire              valid_sav;
	 wire              valid_eav; 
	 wire              blank_sav; 
	 wire              blank_eav;	
	 wire              hsync_ad_blank;
	 reg    [5  : 0 ]  hsync_ad_blank_cnt;
	 reg               hsync_ad_blank_num;
	 reg               hsync_ad_blank_num_buf1;
	 reg               hsync_ad_blank_num_buf2;
	 reg               hsync_ad_blank_num_buf3;
	 reg               hsync_ad_blank_num_buf4;
	 reg               hsync_ad_blank_num_buf5;
	 reg               hsync_ad_blank_num_buf6;
   assign 	xy_b7 = pdata_t1[7];
   assign 	xy_f  = pdata_t1[6];
   assign 	xy_v  = pdata_t1[5];
   assign 	xy_h  = pdata_t1[4];
   assign 	xy_p3 = pdata_t1[3];
   assign 	xy_p2 = pdata_t1[2];
   assign 	xy_p1 = pdata_t1[1];
   assign 	xy_p0 = pdata_t1[0];
   assign 	is_xy = (xy_b7==1'b1) & (xy_p3==xy_v^xy_h) & (xy_p2==xy_f^xy_h) & (xy_p1==xy_f^xy_v) & (xy_p0==xy_f^xy_v^xy_h);
   always @(posedge vp_clk_in or negedge sys_rst_n)
     begin
	    if(!sys_rst_n)
	      begin
	        pdata_t1	<=   8'h00;
	        pdata_t2	<=   8'h00;
	        pdata_t3	<=   8'h00;
	        pdata_t4	<=   8'h00;
	      end
	    else 
	      begin
	        pdata_t1	<=   vp_data_in;
	        pdata_t2	<=   pdata_t1;
	        pdata_t3	<=   pdata_t2;
	        pdata_t4	<=   pdata_t3;
	      end
     end 
   assign eav_sav_pulse = (&pdata_t4[7:0]) & (!(|pdata_t3[7:0])) & (!(pdata_t2[7:0])) & is_xy;
   assign valid_sav = eav_sav_pulse & (~xy_f) & (~xy_v) & (~xy_h); 
   assign valid_eav = eav_sav_pulse & (~xy_f) & (~xy_v) & (xy_h);  
   assign blank_sav = eav_sav_pulse & (~xy_f) & (xy_v) & (~xy_h);  
   assign blank_eav = eav_sav_pulse & (~xy_f) & (xy_v) & (xy_h);   
   always  @ ( posedge vp_clk_in  or negedge sys_rst_n)
     if ( !sys_rst_n )
       dvalid_flag  <=  1'b0;
     else  if ( valid_sav )
       dvalid_flag  <=  1'b1;
     else  if ( valid_eav | blank_eav )
       dvalid_flag  <=  1'b0;
     else 
       dvalid_flag  <= dvalid_flag;
   always @ ( posedge vp_clk_in  or negedge sys_rst_n)
     if ( !sys_rst_n )
       vsync_flag  <=  1'b0;
     else  if ( valid_sav | valid_eav )
       vsync_flag  <=  1'b1;
     else  if ( blank_eav )
       vsync_flag  <=  1'b0;
     else 
       vsync_flag  <= vsync_flag;
   always @ ( posedge vp_clk_in  or negedge sys_rst_n)
     if ( !sys_rst_n )
       begin
         vsync_flag_buf    <=  1'b0;
       end                 
     else
       begin
         vsync_flag_buf    <= vsync_flag;
       end
   assign  vsync_ad     =  vsync_flag && (!vsync_flag_buf);    
	assign  vsync_ad_neg =  (!vsync_flag) && vsync_flag_buf;	 
	reg [10:0] max_y;	 
	always @ ( posedge vp_clk_in  or negedge sys_rst_n)
     if ( !sys_rst_n )
       begin
         y    <=  1'b0;
			max_y <= 1'b0;
       end                 
     else
       begin
			if (vsync_ad)
				y <= 1'b0;
			else begin
				if (vsync_flag)  
						if ( hsync_ad)
							y <= y + 1'b1;
						else
							y <= y;
				else if(vsync_ad_neg) begin
					max_y <= y;
					y <= 1'b0;
				end
				else
					y <= 1'b0;
			end
       end
	reg state_x;
	always @ ( posedge vp_clk_in  or negedge sys_rst_n)
     if ( !sys_rst_n )
       begin
         x    <=  1'b0;
			state_x <= 1'b0;
       end                 
     else
       begin
			if (vsync_ad)
				x <= 1'b0;
			else begin
				if (vsync_flag)  
						if ( hsync_ad) begin
							state_x <= 1'b0;
							x <= 1'b0;
						end
						else if (hsync_ad_pos) begin
							state_x <= 1'b1;
							x <= 1'b0;
						end
						else begin
							if ( state_x)
								x <= x + 1'b1; 
							else
								x <= 1'b0;
						end
				else
					x <= 1'b0;
			end
       end
	reg [10:0] last_y;
	reg [15:0] ticks;
	parameter  V1080P30_TICK  = 16'd8; 
	always @ ( posedge vp_clk_in  or negedge sys_rst_n)
	  if ( !sys_rst_n )
		 begin
			last_y    <=  1'b0;
			ticks		 <= 1'b0;
		 end                 
	  else begin			
			if ( ticks >= V1080P30_TICK)
				begin
					ticks <= 1'b0;
					if ( last_y >= max_y )
						last_y <= 1'b0;
					else
						last_y <= last_y + 3'd1;
				end
			else
				if ( vsync_ad)
					ticks <= ticks + 1'b1;
				else
					ticks <= ticks;
	  end
	assign this2out = (last_y == y && vsync_flag && x > 11'd160);
   always @ ( posedge vp_clk_in  or negedge sys_rst_n)
     if ( !sys_rst_n )
       hsync_flag  <=  1'b0;
     else  if ( valid_sav )
       hsync_flag  <=  1'b1;
     else  if ( valid_eav | blank_eav )
       hsync_flag  <=  1'b0;
     else
       hsync_flag  <= hsync_flag;
   always @ ( posedge vp_clk_in  or negedge sys_rst_n)
     if ( !sys_rst_n )
	      hsync_flag_buf  <=  1'b0;
     else
	      hsync_flag_buf  <=  hsync_flag;
   assign  hsync_ad  =  hsync_flag_buf && (!hsync_flag);
	assign  hsync_ad_pos = hsync_flag && (!hsync_flag_buf);
   assign  video_data = pdata_t1;   		
endmodule
File: design/flow/run.sh
#!/bin/bash
# OpenROAD 26Q1-2900-gdf79404cd8, Yosys 0.63+post, stock flow scripts
make -C /OpenROAD-flow-scripts/flow DESIGN_CONFIG=/design/flow/config.mk WORK_HOME=/design/flow/orfs finish
==> flow_metrics.env <==
# flow metrics
export IMPL_track_usage_pct=12.3
export IMPL_cp_required_ns=3.12
export IMPL_yosysTopAreaCell="dfrtp_1"
export IMPL_ant_nets=0
export IMPL_postCtsResizedCells=0
export IMPL_path_cells="inv_1, ha_1, or4b_1, a21o_1, a2111oi_0, nor4_1, clkdlybuf4s50_1"
export IMPL_initCoreUtil_pct=31.2
export IMPL_drv_cap=0
export IMPL_final_hold_violation_count=0
export IMPL_routed_wl_mm=8.24
export IMPL_grt_pass1_vias=2880
export IMPL_clk_latency_ns=0.34
export IMPL_place_inst=613
export IMPL_path_clk_slew_ns=0.08
export IMPL_grt_pass1_wl_mm=14.1
export IMPL_port_buffers=61
export IMPL_adder_share_pct=5.41
export IMPL_max_clock_path_buffers=2
export IMPL_die_area_um2=15100
export IMPL_h_tree_depth=3
export IMPL_vias_per_cell=4.55
export IMPL_flop_cell="dfrtp_1"
export IMPL_clock_root_buffer="clkbuf_16"
export IMPL_cts_setup_buffers=0
export IMPL_timing_rr_start="last_y[2]"
export IMPL_yosysChipArea_um2=4400
export IMPL_p_leak_nw=2.33
export IMPL_hold_path_class="flop to flop"
export IMPL_crit_path_start="x[0]"
export IMPL_synthDistinctLibCells=46
export IMPL_avgSynthCellArea_um2=11.7
export IMPL_drt_iter0_drc=147
export IMPL_power_mw=2.06
export IMPL_fin_crit_ns=3.65
export IMPL_cpLargestDelayFamily="AND-OR/OR-AND gates"
export IMPL_drv_slew=0
export IMPL_drc=0
export IMPL_ios=63
export IMPL_endpoint_kind="primary output"
export IMPL_netlist_instances=376
export IMPL_dr_pass1_iters=4
export IMPL_mux_area_share_pct=3.04
export IMPL_cp_num_buf_inv=2
export IMPL_ys_async_sr_fraction_pct=100
export IMPL_irDropWorstVdd_mv=0.203
export IMPL_wl_per_cell_um=13.1
export IMPL_core_area_um2=14100
export IMPL_edf_count=0
export IMPL_ys_warn_count=2
export IMPL_reg2reg_depth=7
export IMPL_tool_warnings=29
export IMPL_antenna_diode_count=0
export IMPL_final_util_pct=38.8
export IMPL_grt_max_degree=38
export IMPL_setup_violations=0
export IMPL_ys_seq_elements=105
export IMPL_hpwl_mm=5.81
export IMPL_drive_above_1_share_pct=7.13
export IMPL_finalClockPeriodUsage_pct=93.6
export IMPL_min_path_cells=0
export IMPL_power_density_nw_per_um2=377
export IMPL_status="completed"
export IMPL_ys_cells=376
export IMPL_startpoint_type="flop"
export IMPL_ys_sh_simple_pct=15.0
export IMPL_cp_slowest_cell="a2111oi_0"
export IMPL_tightestPinTransition_ns=0.669
export IMPL_slew_headroom_pct=54.3
export IMPL_num_vias=2863
export IMPL_instances_no_fill=629
export IMPL_r2r_slack_ns=1.41
export IMPL_synth_top_cell_area_share_pct=59.8
export IMPL_place_congestion=0.828
export IMPL_path_class="flop to primary output"
export IMPL_finalClockSkew_ns=0.0108
export IMPL_tns_ns=0
export IMPL_fmax_ghz=0.274
export IMPL_synth_area_um2=4400
export IMPL_yosys_top_cells_area="dfrtp_1, ha_1, xnor2_1"
export IMPL_rsz0062_at_grt="false"
export IMPL_tritoncts="built"
export IMPL_grt_overflow=0
export IMPL_rows=43
export IMPL_cp_max_fo=6
export IMPL_aoi_share_pct=5.46
export IMPL_numClockSinks=105
export IMPL_antenna_found_initial=0
export IMPL_cts_made_buffers=9
export IMPL_min_to="pdata_t3[3]"
export IMPL_area_growth_pct=24.3
export IMPL_timing_rr_end="last_y[7]"
export IMPL_ctsHoldBuffers=0
export IMPL_die_h_um=123
export IMPL_die_w_um=123
export IMPL_top_logic_kind="simple AND/OR/NAND/NOR gates"
export IMPL_hold_start="pdata_t2[3]"
export IMPL_critPathMaxStageDelay_ns=0.64
export IMPL_cp_arrival_ns=2.87
export IMPL_ys_seq_share_pct=59.8
export IMPL_ys_sh_xor_pct=6.57
[worst max path at each step]
stage,endpoint,slack (ns),cells after the start
global route,this2out,0.11,7
CTS,this2out,0.16,7
finish,this2out,0.25,7
[flip-flops by register name (all words and copies together) (netlist names), 8 cells and up]
register / cells
pdata_t3: 8
x: 11
ticks: 16
last_y: 11
pdata_t2: 8
pdata_t1: 16
max_y: 11
pdata_t4: 8
y: 11
[routing by layer]
metal | vias to the layer above | GRT usage (%) | wire length (µm)
li1 | 1413 | - | -
met1 | 1374 | 18.0 | 3850
met2 | 67 | 18.9 | 3690
met3 | 9 | 4.19 | 589
met4 | 0 | 1.51 | 113
met5 | - | 0 | 0
[kinds of logic after synthesis]
group                      count (synthesis)
AOI/OAI and AO/OA                         38
xor gates and xnor gates                  33
adders and majority gates                 19
buffers and inverters                     43
DFF                                      105
muxes                                     12
other                                      1
and+or+nand+nor                          125
[cells in the mapped netlist (all sizes together) (2+ instances only)]
library cell,number
dfrtp,105
nor2,33
inv,25
nand3,22
nand2,20
xnor2,20
ha,19
xor2,13
a21oi,12
buf,12
mux2,11
nand4,11
nor4,7
o21ai,7
clkbuf,6
and3,5
nor3,5
nand2b,4
o22ai,4
a21o,3
and2,3
nor4bb,3
a211oi,2
a31oi,2
and4,2
and4bb,2
o31ai,2
or3,2
or4b,2
[stage by stage]
stage	instance area (µm²)	worst slack, ns	hold slack, ns
after detailed placement	5180	0.558	0.362
after floorplan	4440	1.54	0.347
after CTS	5470	0.162	0.380
after global routing	5470	0.115	0.382
final	5470	0.248	0.371
after global placement	5180	0.594	0.355
[final cells by class]
class / count / area, µm²
Clock inverter: 6 / 56.3
Timing Repair Buffer: 63 / 623
Tap cell: 180 / 225
Sequential cell: 105 / 2630
Inverter: 25 / 93.8
Clock buffer: 10 / 229
Fill cell: 1323 / 8630
Multi-Input combinational cell: 240 / 1610
[report_power, final]
| part | switching [mW] | leakage (nW) | internal (mW) |
|---|---|---|---|
| clock | 0.417 | 0.143 | 0.451 |
| sequential | 0.0144 | 1.35 | 1.12 |
| combinational | 0.0284 | 0.835 | 0.0353 |
| total | 0.460 | 2.33 | 1.60 |
[placed cells by master (no fill, tap or decap), drive strengths merged, types with 2 or more instances in the layout]
| cell type | n |
|---|---|
| xor2 | 13 |
| o22ai | 4 |
| clkbuf | 10 |
| a31oi | 2 |
| and4 | 2 |
| or4b | 2 |
| nand2b | 4 |
| a211oi | 2 |
| clkdlybuf4s50 | 60 |
| a21o | 3 |
| mux2 | 11 |
| nor2 | 33 |
| nor3 | 5 |
| xnor2 | 20 |
| and3 | 5 |
| and4bb | 2 |
| a21oi | 12 |
| and2 | 3 |
| or3 | 2 |
| nor4 | 7 |
| nand2 | 20 |
| nand4 | 11 |
| conb | 13 |
| buf | 3 |
| inv | 30 |
| nor4bb | 3 |
| o21ai | 7 |
| ha | 19 |
| nand3 | 22 |
| dfrtp | 105 |
| o31ai | 2 |
Power and IR drop assume default switching activity.
