===== design/flow/config.mk =====
export PLATFORM = sky130hd
export DESIGN_NAME = select_video_to_signaltab
export DESIGN_NICKNAME = select_video_to_signaltab
export VERILOG_FILES = /design/flow/design.v
export SDC_FILE = /design/flow/constraint.sdc
export NUM_CORES = 4
export LEC_CHECK = 1
export CORE_AREA = 10 10 121 121
export DIE_AREA = 0 0 131 131

===== design/flow/constraint.sdc =====
current_design select_video_to_signaltab

set clk_period 4.3
set clk_io_pct 0.2

create_clock -name clk0 -period $clk_period

set non_clock_inputs [all_inputs -no_clocks]
set_input_delay [expr $clk_period * $clk_io_pct] -clock clk0 $non_clock_inputs
set_output_delay [expr $clk_period * $clk_io_pct] -clock clk0 [all_outputs]

===== design/flow/design.v =====
module select_video_to_signaltab(
	input [5:0] sel,			 
	input rst1,
	input clk1,
	input [15:0]vdata1,
	input rst2,
	input clk2,
	input [15:0]vdata2,
	input rst3,
	input clk3,
	input [15:0]vdata3,
	input rst4,
	input clk4,
	input [15:0]vdata4,
	input rst5,
	input clk5,
	input [15:0]vdata5,
	input rst6,
	input clk6,
	input [15:0]vdata6,
	input rst7,
	input clk7,
	input [15:0]vdata7,
	input rst8,
	input clk8,
	input [15:0]vdata8,
	input rst9,
	input clk9,
	input [15:0]vdata9,
	input rstA,
	input clkA,
	input [15:0]vdataA,
	input rstB,
	input clkB,
	input [15:0]vdataB,
	input rstC,
	input clkC,
	input [15:0]vdataC,
	input rstD,
	input clkD,
	input [15:0]vdataD,
	input rstE,
	input clkE,
	input [15:0]vdataE,
	input rstF,
	input clkF,
	input [15:0]vdataF,
	output reg rst,
	output reg clk,
	output reg [15:0] videoData
);
	always@(*) begin
		case(sel)
			    6'd1 :  begin
					rst <= rst1;
					clk <= clk1;
					videoData <= vdata1;
					end
				 6'd2 : begin
					rst <= rst2;
					clk <= clk2;
					videoData <= vdata2;
					end
				 6'd3 : begin
					rst <= rst3;
					clk <= clk3;
					videoData <= vdata3;
					end
				 6'd4 : begin
					rst <= rst4;
					clk <= clk4;
					videoData <= vdata4;
					end
				 6'd5 : begin
					rst <= rst5;
					clk <= clk5;
					videoData <= vdata5;
					end
				 6'd6 : begin
					rst <= rst6;
					clk <= clk6;
					videoData <= vdata6;
					end
				 6'd7 : begin
					rst <= rst7;
					clk <= clk7;
					videoData <= vdata7;
					end
				 6'd8 : begin
					rst <= rst8;
					clk <= clk8;
					videoData <= vdata8;
					end
				  6'd9 : begin
					rst <= rst9;
					clk <= clk9;
					videoData <= vdata9;
					end
				  6'd10 : begin
					rst <= rstA;
					clk <= clkA;
					videoData <= vdataA;
					end
				  6'd11 : begin
					rst <= rstB;
					clk <= clkB;
					videoData <= vdataB;
					end
				  6'd12 : begin
					rst <= rstC;
					clk <= clkC;
					videoData <= vdataC;
					end
					 6'd13 : begin
					rst <= rstD;
					clk <= clkD;
					videoData <= vdataD;
					end
					 6'd14 : begin
					rst <= rstE;
					clk <= clkE;
					videoData <= vdataE;
					end
					 6'd15 : begin
					rst <= rstF;
					clk <= clkF;
					videoData <= vdataF;
					end
					default: begin
						rst <= rst1;
						clk <= clk1;
						videoData <= vdata1;
					end
          endcase	
	end
endmodule

===== design/flow/run.sh =====
#!/bin/bash
# OpenROAD 26Q1-2900-gdf79404cd8, Yosys 0.63+post, stock flow scripts
make -C /OpenROAD-flow-scripts/flow DESIGN_CONFIG=/design/flow/config.mk WORK_HOME=/design/flow/orfs finish

==> Table 3: Implementation characteristics <==
Physical design parameters

Parameter                              Value

GRT
  Overall routing resource usage    19.0%
  Largest net degree at the start of global routing    29
  Total overflow reported by the global router    0
  Number of antenna violations at the first check in global routing    0
  Wire length of the first global-routing pass    24800 um
  Number of global-route vias before repair    4105

Power
  Power density relative to cell area    87.7 nW/um^2
  Final Total Pwr    0.000507 W
  Worst VDD drop    0.0000423 V
  LEAKAGE    2.18 nW

Cells and area
  Fin util    47.9%
  Most common library cell in the layout ignoring fill and taps    sky130_fd_sc_hd__clkdlybuf4s50_1
  Most frequent logic cells in the routed design    sky130_fd_sc_hd__clkdlybuf4s50_1, sky130_fd_sc_hd__mux2i_1, sky130_fd_sc_hd__nor3_1
  Total number of sequential cells    0
  Area taken by flip-flops and latches    0 sq um
  Proportion of layout cells with a drive suffix above 1    13.3%
  Synthesis-to-layout area growth    137%
  Number of clock buffers in the layout    0
  Number of fill cells    1153

Critical path
  Startpoint of the worst setup timing path    sel[3]
  Arrival time reported for the critical path endpoint    3.29 ns
  Critical path startpoint category    primary input
  Capturing element type of the critical path    output pin
  Worst setup path category    primary input to output pin
  Cell with the biggest individual delay on the critical path    sky130_fd_sc_hd__clkdlybuf4s50_1
  Cell occurring most often along the worst timing path    sky130_fd_sc_hd__clkdlybuf4s50_1
  Crit-path max cell delay    0.57 ns
  Highest net fanout along the worst path    9
  Cell Chain, Critical Path    clkdlybuf4s50_1 > buf_4 > nor4bb_4 > buf_12 > and3_1 > a2111oi_0 > nand4_1 > clkdlybuf4s50_1
  Data required time at the worst endpoint    3.44 ns

Routing
  First-pass iteration count of the detailed router    5
  Number of vias per cell after detailed routing    5.00
  Antenna cells    0
  Drt wl/cell    22.6 um
  Number of routed nets with antenna violations    0
  DR DRC count    0
  Total via count in the routed design    3880
  Final wirelength    17600 um
  Initial DRC count    242

Final timing
  Final hold viol count    0
  Total count of max-transition violations in the final report    0
  Final setup fails    0
  Achievable Freq    241 MHz
  Final worst-path cycle share    96.6%
  Final setup TNS    0 ns
  Worst slew pin tran    0.614 ns
  Post-route setup slack    0.145 ns
  Setup repair after global routing missed its margin    false
  Min cycle time layout    4.15 ns
  Worst slew slack as a fraction of its limit    59.0%

Synth
  Cell variety after synth    47
  Cell taking the most area after synthesis    sky130_fd_sc_hd__mux2i_1
  Gate Count Post-Synth    309
  Sequential cell area fraction in the yosys report    0%
  Top-area cell share    22.2%
  Post-synth area from yosys stat    2440 sq um
  Number of warnings printed during yosys synthesis    1
  Total cells reported by yosys after synthesis    309
  Syn Area/Cell    7.89 sq um
  Ranking of synthesized cells by area    sky130_fd_sc_hd__mux2i_1, sky130_fd_sc_hd__mux4_2, sky130_fd_sc_hd__nor3_1, sky130_fd_sc_hd__mux2_2, sky130_fd_sc_hd__a22oi_1
  Mapped Area    2440 sq um

Die
  Width of the die    131 um
  Initial core utilization    20.2%
  CORE AREA    12100 sq um
  IO Pins    294
  Die height    131 um
  Number of rows in the core area    40
  Die area    17200 sq um

Clocking
  Count of hold buffers inserted by post-cts repair    0

Placement
  Port-buffer cells    294
  DP Worst Slack    0.149 ns
  HPWL after detailed placement    15400 um
  RePlAce Congestion    0.887

Status
  Status    completed

Hold path
  Min-delay src    vdata1[8]
  HP Class    primary input to output pin

Job
  Maxcap violations    0
  Tool warnings    32
==> timing repair <==
item,CTS,global route
resized,0,1
setup endpoints to repair,0,3
setup buffers,0,2
==> per-stage QoR <==
stage / area, sq um / hold WS [ns] / cells
6_report: 5780 / 2.69 / 776
5_1_grt: 5780 / 2.73 / 776
4_1_cts: 5760 / 2.69 / 774
3_5_place_dp: 5760 / 2.69 / 774
3_3_place_gp: 5760 / 2.69 / 774
2_1_floorplan: 2440 / 1.80 / 309
==> power breakdown <==
part           leakage (nW)  switching [W]  internal [W]
sequential                0              0             0
combinational          2.18       0.000157      0.000350
clock                     0              0             0
==> layer usage <==
metal | part of all wire, % | GRT usage (%)
met2 | 49 | 33.1
met3 | 11 | 4.66
met4 | 0.84 | 1.05
met5 | 0 | 0
met1 | 39 | 24.4
==> cells in the mapped netlist (2+ instances only) <==
cell type,n
sky130_fd_sc_hd__nor2b_1,2
sky130_fd_sc_hd__mux2_2,16
sky130_fd_sc_hd__a221oi_1,7
sky130_fd_sc_hd__a2111oi_0,12
sky130_fd_sc_hd__buf_6,2
sky130_fd_sc_hd__nor4_1,2
sky130_fd_sc_hd__a22oi_1,14
sky130_fd_sc_hd__nand4_1,5
sky130_fd_sc_hd__nand3b_1,3
sky130_fd_sc_hd__and3_1,8
sky130_fd_sc_hd__a211oi_1,2
sky130_fd_sc_hd__nor3_1,47
sky130_fd_sc_hd__o2bb2ai_1,2
sky130_fd_sc_hd__or3b_1,2
sky130_fd_sc_hd__buf_1,2
sky130_fd_sc_hd__clkbuf_1,9
sky130_fd_sc_hd__buf_4,7
sky130_fd_sc_hd__nand3_1,10
sky130_fd_sc_hd__buf_2,16
sky130_fd_sc_hd__nand2b_1,3
sky130_fd_sc_hd__a31oi_1,6
sky130_fd_sc_hd__mux4_2,14
sky130_fd_sc_hd__nand2_1,9
sky130_fd_sc_hd__mux2i_1,54
sky130_fd_sc_hd__a21oi_1,3
sky130_fd_sc_hd__or3_1,3
sky130_fd_sc_hd__o21bai_1,2
sky130_fd_sc_hd__or2_2,2
sky130_fd_sc_hd__a41oi_1,3
sky130_fd_sc_hd__inv_1,5
sky130_fd_sc_hd__a222oi_1,2
sky130_fd_sc_hd__o32a_1,4
sky130_fd_sc_hd__a22o_1,3
sky130_fd_sc_hd__nor2_1,15
==> worst paths after layout <==
path | end | cells after the start | slack [ns]
worst max-delay path | clk | 8 | 0.15
worst min-delay path | videoData[8] | 4 | 2.69
==> cell type report <==
cell class                 instances  area [sq um]  area share [%]
inverter                           5          18.8           0.325
timing repair buffer             335          3290            57.0
tap                              168           210            3.64
multi-input combinational        268          2260            39.1
==> critical path, delay by kind of cell <==
family | cells | cell delay [ns]
buffers and inverters | 4 | 1.42
AOI/OAI and AO/OA | 1 | 0.46
and+or+nand+nor | 3 | 0.54
==> logic make-up after synthesis <==
| kind of cell | after synthesis | share of synthesized area (%) |
|---|---|---|
| mux | 84 | 42.5 |
| simple gates | 119 | 27.0 |
| buf+inv | 41 | 8.83 |
| compound gates | 65 | 21.7 |
No activity file was given, so power comes from the tool's default toggle rates.
